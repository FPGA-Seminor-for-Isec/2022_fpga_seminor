==> /design/flow/design.v <==
module m_seq(
    input               clk,
    input               rst,
    input               set,
    input   [9:0]       seed,
    output              data,
    output              done
);
reg                             done_reg;
reg                             data_reg;
wire                            data_in;
wire                            done_in;
reg                             state;
wire                            state_in;
reg         [9:0]               lfsr;
wire        [9:0]               lfsr_in;
reg         [10:0]              count;
wire        [10:0]              count_in;
always @(posedge clk) begin
    if (rst) begin
        state <= 0;
    end
    else begin
        state <= state_in;
    end
end
assign state_in = set | state & ~done_reg;
assign done = done_reg;
always @(posedge clk) begin
    if (rst) begin
        done_reg <= 0;
    end
    else begin
        done_reg <= done_in;
    end
end
assign done_in = (state & (count == 11'h3fe)) ? 1 : 0;
always @(posedge clk) begin
    if (rst) begin
        lfsr = 0;
    end
    else begin
        if (state) begin
            lfsr <= lfsr_in;
        end
        else begin
            lfsr <= seed;
        end
    end
end
assign lfsr_in = {lfsr[8:0], 1'b0} ^ (10'h009 & {9{lfsr[9]}});
assign data = data_reg;
always @(posedge clk) begin
    if (rst) begin
        data_reg <= 0;
    end
    else begin
        if (state) begin
            data_reg <= data_in;
        end
    end
end
assign data_in = lfsr_in[9];
always @(posedge clk) begin
    if (rst) begin
        count <= 0;
    end
    else begin
        count <= count_in;
    end
end
assign count_in = (state) ? ((count == 11'h3fe) ? 0 : count + 1): count;
endmodule
==> /design/flow/run.sh <==
#!/bin/bash
# OpenROAD 26Q1-2900-gdf79404cd8, Yosys 0.63+post, stock flow scripts
make -C /OpenROAD-flow-scripts/flow DESIGN_CONFIG=/design/flow/config.mk WORK_HOME=/design/flow/orfs finish
==> /design/flow/config.mk <==
export PLATFORM = sky130hd
export DESIGN_NAME = m_seq
export DESIGN_NICKNAME = m_seq
export VERILOG_FILES = /design/flow/design.v
export SDC_FILE = /design/flow/constraint.sdc
export NUM_CORES = 4
export LEC_CHECK = 1
export CORE_AREA = 10 10 85 85
export DIE_AREA = 0 0 95 95
==> /design/flow/constraint.sdc <==
current_design m_seq

set clk_period 2.9
set clk_io_pct 0.2

create_clock -name clk0 -period $clk_period [get_ports {clk}]

set non_clock_inputs [all_inputs -no_clocks]
set_input_delay [expr $clk_period * $clk_io_pct] -clock clk0 $non_clock_inputs
set_output_delay [expr $clk_period * $clk_io_pct] -clock clk0 [all_outputs]
==> run_results.csv <==
group,metric,value,unit
place,dp_hpwl,1.27,mm
synth,netlist.area_leader.share,50.1,%
synth,ys_sh_simple,20.2,%
hold_path,min_delay_path_depth,2,
layout,ff_latch_area,480,µm²
hold_path,hold_class,"flop to flop",
worst_setup_path,rr_startpoint,"count[0]",
synth,xor_share,4.57,%
clocking,cts.path.max_buffers,2,
synth,syn_area_per_cell,9.58,µm²
drt,drt_iter0_drc,34,
clocking,holdBufCountCts,0,
worst_setup_path,critPathRequiredTime,2.32,ns
worst_setup_path,path_depth,1,
grt,grt_max_degree,17,
drt,routedWlPerCell,9.37,µm
final_timing,finalMaxSlewViolations,0,
worst_setup_path,crit_path_start_kind,"flop",
clocking,cts_root_buf,"clkbuf_8",
final_timing,final.setup.tns,0,ns
drt,drtAntennaViolNets,0,
final_timing,max_freq,607,MHz
floorplanning,die_h,95,µm
clocking,path_clk_slew,0.08,ns
layout,largest_reg_flops,11,
worst_setup_path,cp.buffers_inverters,1,
grt,grt_antenna_before_repair,0,
synth,yosys_area,958,µm²
synth,synthAoiAreaFrac,11.0,%
layout,regMostFlops,"count",
layout,logic_area,448,µm²
synth,ys_top_cells_by_area,"dfxtp_1, mux2i_1, nor2_1",
power_and_ir_drop,leakagePower,0.000419,µW
final_timing,tightest_slew,0.452,ns
grt,overflow,0,
synth,synthCells,100,
flow_run,max_cap_viol_count,0,
place,gp_congestion,0.742,
floorplanning,ios,15,
worst_setup_path,cp_cell_sequence,"clkdlybuf4s50_1",
synth,yosysUniqueCellTypes,23,
synth,ys_cells,100,
drt,drc,0,
final_timing,finalClockPeriodUsage,56.8,%
drt,viasPerCell,3.86,
drt,dr.pass1.iters,4,
worst_setup_path,path_max_fanout,2,
synth,synth_top_cell_by_area,"dfxtp_1",
layout,fill_cells,610,
floorplanning,core_area,5470,µm²
worst_setup_path,slowest_delay,0.48,ns
floorplanning,initCoreUtil,17.5,%
worst_setup_path,worst_ep_arrival_time,1.07,ns
drt,vias,725,
layout,top_regs,"count (11), lfsr (10)",
worst_setup_path,crit_slowest_cell,"clkdlybuf4s50_1",
outcome,outcome,"finished clean",
clocking,cts_tree,"built",
clocking,cts_buffers,3,
place,portBuffers,14,
synth,ys_ff,24,
power_and_ir_drop,power_density,508,nW/µm²
worst_setup_path,path_class,"flop to output pin",
layout,syn_to_final_growth,29.4,%
final_timing,setup_viol,0,
layout,lay_top_cells,"dfxtp_1, nor2_1, clkdlybuf4s50_1",
synth,yosys_warnings,1,
final_timing,maxSlewHeadroom,69.8,%
worst_setup_path,r2r.worst_path.cells,4,
final_timing,skew,0.00195,ns
synth,fa_ha_area_share,2.61,%
power_and_ir_drop,total_power,630,µW
worst_setup_path,crit_family,"buffers and inverters",
drt,diodes,0,
clocking,cts-htree-levels,1,
grt,grt_pass1_vias,716,
worst_setup_path,end_kind,"output pin",
power_and_ir_drop,vdd_ir_drop_max,328,µV
floorplanning,chip_area,9030,µm²
clocking,post_cts_buffers,0,
flow_run,warning_count,26,
synth,synthTopLogicFamily,"simple AND/OR/NAND/NOR gates",
grt,track_usage,4.11,%
layout,drive_gt1_share,6.90,%
worst_setup_path,critPathLaunch,"done_reg",
synth,yosysSeqAreaShare,50.1,%
final_timing,rsz0062_at_grt,"no",
synth,synth_area,958,µm²
clocking,cts_sinks,24,
final_timing,hold_viol,0,
drt,wirelength,1.76,mm
hold_path,min_from,"lfsr[6]",
floorplanning,die_w,95,µm
clocking,insertion_delay,0.26,ns
floorplanning,rows,27,
clocking,cts_resized,0,
layout,final_common_cell,"dfxtp_1",
grt,grt_pass1_wl,3.08,mm
synth,mux_share,8.36,%
final_timing,fin_crit,1.65,ns
-- synthesized netlist by cell type, drive strengths merged --
cell type,n
nand2b,2
buf,3
dfxtp,24
a211oi,2
xor2,3
nand4b,1
o21ai,3
clkbuf,1
mux2i,8
nand4,4
or4,3
a21oi,9
nor4,1
o31ai,4
ha,2
inv,3
nand3,3
nand2,4
xnor2,2
or3,3
nor2,15
-- kinds of logic (layout without fill, tap and decap cells) --
kind of cell	Yosys count	count (layout)
xor gates and xnor gates	5	5
DFF	24	24
muxes	8	8
buffers and inverters	7	23
and+or+nand+nor	36	36
adders and majority gates	2	2
AOI/OAI and AO/OA	18	18
-- area by class of cell --
type                            count  share of cell area (%)
Clock buffer                        4                    4.44
Inverter                            3                   0.908
Multi-Input combinational cell     69                    36.1
Sequential cell                    24                    38.7
Tap cell                           72                    7.27
Timing Repair Buffer               16                    12.5
-- routing by layer --
metal / GRT usage [%] / vias up / part of all wire [%]
met4: 0.249 / 0 / 0.34
li1: - / 384 / -
met3: 2.00 / 2 / 6.9
met5: 0 / - / 0
met1: 5.12 / 325 / 49
met2: 6.64 / 14 / 44
-- per-stage QoR --
step | hold slack (ns) | std cells | area (µm²) | worst slack [ns] | util, %
2_1_floorplan | 0.429 | 100 | 958 | 1.61 | -
4_1_cts | 0.476 | 188 | 1240 | 1.22 | 22.7
3_3_place_gp | 0.453 | 184 | 1180 | 0.984 | 21.7
5_1_grt | 0.503 | 188 | 1240 | 1.17 | 22.7
3_5_place_dp | 0.458 | 184 | 1180 | 0.985 | 21.7
6_report | 0.471 | 188 | 1240 | 1.25 | 22.7
-- path summary, 6_finish.rpt --
kind	endpoint	slack [ns]
worst min-delay path	lfsr[7]	0.47
worst min register to register	lfsr[7]	0.47
worst max register to register	count[6]	1.45
worst max-delay path	done	1.25
-- report_power, final --
group          switching, µW  internal, µW  total, µW
clock network            101           121        222
logic                   22.7          32.9       55.6
registers               8.04           344        352
total                    132           497        630
