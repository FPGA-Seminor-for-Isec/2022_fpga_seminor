===== flow/run.sh =====
#!/bin/bash
# OpenROAD 26Q1-2900-gdf79404cd8, Yosys 0.63+post, stock flow scripts
make -C /OpenROAD-flow-scripts/flow DESIGN_CONFIG=/design/flow/config.mk WORK_HOME=/design/flow/orfs finish

===== flow/config.mk =====
export PLATFORM = sky130hd
export DESIGN_NAME = sound_control
export DESIGN_NICKNAME = sound_control
export VERILOG_FILES = /design/flow/design.v
export SDC_FILE = /design/flow/constraint.sdc
export NUM_CORES = 4
export LEC_CHECK = 1
export CORE_AREA = 10 10 86 86
export DIE_AREA = 0 0 96 96

===== flow/constraint.sdc =====
current_design sound_control

set clk_period 4.9
set clk_io_pct 0.2

create_clock -name clk0 -period $clk_period [get_ports {clk}]

set non_clock_inputs [all_inputs -no_clocks]
set_input_delay [expr $clk_period * $clk_io_pct] -clock clk0 $non_clock_inputs
set_output_delay [expr $clk_period * $clk_io_pct] -clock clk0 [all_outputs]

===== flow/design.v =====
module sound_control #(
    parameter FREQ          = 50_000_000,
    parameter FREQ_QUARTER  = 12_500_000
)(
    input       clk,
    input       rst,
    input       sw,
    output      signal);
    wire    [($clog2(FREQ_QUARTER)-1):0]        counter_in;
    reg     [($clog2(FREQ_QUARTER)-1):0]        counter;
    reg                                         signal_reg;
    wire                                        signal_in;
    wire                                        counter_pulse_in;
    wire                                        counter_pulse;
    always @(posedge clk) begin
        if (rst) begin
            counter <= 0;
        end
        else begin
            counter <= counter_in;
        end
    end
    assign counter_in = (counter_pulse) ? 0 : counter + 1;
    always @(posedge clk) begin
        if (rst) begin
            counter_pulse <= 1'b0;
        end
        else begin
            counter_pulse <= counter_pulse_in;
        end
    end
    assign counter_pulse_in = (counter === FREQ_QUARTER) ? 1'b1 : 1'b0;
    always @(posedge clk) begin
        if (rst) begin
            signal_reg <= 1'b0;
        end
        else begin
            signal_reg <= signal_in;
        end
    end
    assign signal_in = (counter_pulse) ? ~signal_reg : signal_reg;
    assign signal = signal_reg & sw;
endmodule

==> summary.rpt <==
FLOW METRICS REPORT
----------------------------------------------------
[Run status]
  Status ........................ finished, final reports clean

[Clocking]
  Post-CTS setup repair buffer count ........................ 0
  Cts hold-fix bufs ........................ 0
  Clock tree sinks ........................ 26
  Number of H-tree levels ........................ 1
  Number of gates given a new drive strength after cts ........................ 0
  Cell at the root of the clock tree ........................ clkbuf_8
  Clock-pin slew reported for the worst setup and hold paths after clock tree synthesis ........................ roughly 0.10 ns
  Maximum count of clock buffers along a single path ........................ 2
  Total CTS buffers ........................ 3
  Clock latency on the worst-skew pair ........................ 0.28 ns
  CTS tree ........................ yes

[Power]
  VDD IR-drop max ........................ around 0.00016 V
  Fraction of power consumed by sequential logic ........................ between 50% and 60%
  Total internal power ........................ 0.327 mW
  Leakage power summed over all cells ........................ between 0.4 and 0.5 nW
  NetSw ........................ a little under 0.08 mW
  Comb power frac ........................ around 2.6%
  PwrDens ........................ between 200 and 300 mW/mm2
  Clock power share ........................ between 40% and 50%
  Switching share of total power ........................ roughly a fifth

[Place]
  Detailed Place HPWL ........................ around 1500 um
  Number of buffers added on ports ........................ 3
  Post-place instance area ........................ 0.00130 mm2
  Last weighted congestion value of the routability-driven placer ........................ around 0.84

[Yosys]
  Dominant cell area share ........................ 42.0%
  Area fraction in and, or, nand and nor cells after synthesis ........................ 30.0%
  Post-Synth Adder-Cell Area ........................ roughly 2.0%
  Mean instance size in the synthesized netlist ........................ 8.67 um2
  Flip-flops with a built-in enable ........................ 0
  Top logic family ........................ simple AND/OR/NAND/NOR gates
  XORs/XNORs by Area ........................ 7.77%
  Biggest area consumer among synthesized cells ........................ dfxtp_1
  Synth Cell Area ........................ roughly 0.0012 mm2
  Yosys Warn Count ........................ 3
  Chip area line of the yosys report ........................ 0.00124 mm2
  Seq cells post-synth ........................ 26
  Top cells by area in the synthesized netlist ........................ dfxtp_1, nor2_1, a21oi_1, xnor2_1, or4_1
  Proportion of synthesized area in mux cells ........................ less than 1%
  Proportion of synthesized flip-flops having asynchronous set or reset ........................ 0%
  Prevailing post-synth register cell ........................ dfxtp_1
  AND-OR/OR-AND share of the synthesized area ........................ 10.2%
  Synthesized instance count ........................ approximately 140
  Ys cells ........................ 143
  Sequential element share of the synthesized area ........................ about two fifths
  Count of unique library cells instantiated by Yosys ........................ 31

[Critical path]
  Worst endpoint required time ........................ approximately 4 ns
  Signal arrival time at the worst endpoint ........................ between 1.5 and 2 ns
  Crit path buf inv count ........................ 2
  CP Launch Type ........................ input pin
  Largest delay share family, worst path ........................ buffers and inverters
  Crit path largest cell delay ........................ about 0.45 ns
  Critical path capture point type ........................ output pin
  Startpoint-to-endpoint class of the critical path ........................ input pin to output pin
  Worst Path Max Fanout ........................ 1
  Worst setup slack for register-to-register paths ........................ 2.85 ns
  Critical-path cell list ........................ clkdlybuf4s50_1 > and2_1 > clkdlybuf4s50_1
  Worst-path cell with the longest stage delay ........................ clkdlybuf4s50_1
  Cell occurring most often along the worst timing path ........................ clkdlybuf4s50_1

[Drt]
  Final routed wirelength across all metal layers ........................ 2250 um
  Antenna diodes ........................ 0
  Number of antenna-violating nets in the routed design ........................ 0
  Routed via count divided by cell count ........................ about 4.5
  First-iteration detailed-routing DRC count ........................ 76
  First-pass detailed-route iteration total ........................ 4
  Average routed wire per standard cell ........................ approximately 10 um
  Via count ........................ between 900 and 1k
  Final routed DRC violation total ........................ 0

[Global routing]
  Wire length of the first global-routing pass ........................ around 4000 um
  Number of global-route vias before repair ........................ around 870
  Overall overflow remaining after global route ........................ 0
  Aggregate global-route resource usage ........................ around 5.1%
  Initial antenna violation count ........................ 0
  Largest net degree at the start of global routing ........................ 26

[Timing]
  Final count of hold timing violations ........................ 0
  Total Neg Setup Slack ........................ 0 ns
  Maximum clock frequency ........................ 336 MHz
  Unrepaired setup endpoints after global routing ........................ no
  Fin Clk Skew ........................ approximately 0.011 ns
  Headroom to the max-slew limit ........................ between 40% and 50%
  Minimum period implied by the final worst setup slack ........................ about 3.0 ns
  Setup-failing EPs final ........................ 0
  Period utilisation layout ........................ 60.7%
  Max-slew violations ........................ 0
  Slew at the pin closest to its max-slew limit ........................ approximately 0.88 ns

[Final layout]
  Total of fill cells in the finished design ........................ roughly 600
  Ratio of cells with drive above 1 in the final layout ........................ under 10%
  Dominant logic cell types in the final layout ........................ dfxtp_1, nor2_1, a21oi_1
  Final standard cell area without fillers ........................ between 0.001 and 0.0015 mm2
  Leading cell type in the layout, fill and taps excluded ........................ dfxtp_1
  Layout-stage area growth over the synthesis result ........................ 10.7%
  Largest register FFs ........................ 24

[Die]
  Count of pins on the block boundary ........................ 4
  FP Rows ........................ 27
  Initial Utilization ........................ between 20% and 30%
  Die ar. ........................ about 0.009 mm2
  Core ar. ........................ between 0.005 and 0.006 mm2
  Die Ht ........................ between 90 and 100 um
  Horizontal extent of the die ........................ about 96 um

[Job]
  Total number of warnings across the stage logs ........................ 26
  Max-cap violations ........................ 0

[Worst hold path]
  Kind of path behind the tightest hold check ........................ flop to flop

----------------------------------------------------
power groups by stage:
stage	clock network, mW	logic (mW)	registers, mW
6_report	0.178	0.0107	0.216
5_1_grt	0.191	0.0122	0.217
4_1_cts	0.184	0.0109	0.216
synth_stat cells (all sizes together) (3+ instances only):
master	number
nor4	3
nor2	16
buf	3
nand4	7
o31ai	5
inv	8
xor2	5
xnor2	6
or4	6
nand2	8
and4	3
nand3	9
a21oi	11
dfxtp	26
clkbuf	3
nand3b	3
o21ai	5
worst register-to-register path, delay by kind of cell, from the launching register on:
family | cells | cell delay [ns]
simple gates | 3 | 1.37
compound gates | 1 | 0.14
flops | 1 | 0.47
final cells by class:
| cell class | count | area [um2] | share of cell area, % |
|---|---|---|---|
| multi-input combinational | 102 | 631 | 45.9 |
| sequential | 26 | 520 | 37.9 |
| tap | 72 | 90.1 | 6.56 |
| clock buffer | 3 | 41.3 | 3.01 |
| clock inverter | 1 | 30.0 | 2.19 |
| timing repair buffer | 3 | 30.0 | 2.19 |
| inverter | 8 | 30.0 | 2.19 |
routing by layer:
layer / global-route usage [%] / part of all wire [%] / up-vias
met2: 7.40 / 40 / 18
met4: 0.246 / 0.44 / 0
li1: - / - / 512
met5: 0 / 0 / -
met3: 1.73 / 6.3 / 2
met1: 7.63 / 54 / 427
kinds of logic after synthesis:
logic type	after synthesis
flops	26
mux	1
fa+ha+maj	2
xor+xnor	11
compound gates	22
simple gates	66
buf+inv	15
worst paths after layout:
path / to / from / depth (start not counted)
max: signal / sw / 3
min: counter[23]$_SDFF_PP0_ / counter[23]$_SDFF_PP0_ / 2
max reg2reg: counter[23]$_SDFF_PP0_ / counter[2]$_SDFF_PP0_ / 4
min reg2reg: counter[23]$_SDFF_PP0_ / counter[23]$_SDFF_PP0_ / 2
metrics by stage:
step	instances	setup WS (ns)	hold slack [ns]	total power [mW]	utilization, %
floorplan	143	2.83	0.441	0.229	-
global placement	211	1.92	0.463	0.232	23.5
detailed placement	211	1.92	0.466	0.232	23.5
CTS	215	1.91	0.490	0.411	24.8
global route	215	1.90	0.515	0.420	24.8
finish	215	1.93	0.489	0.405	24.8
No activity file was given, so power comes from the tool's default toggle rates.
