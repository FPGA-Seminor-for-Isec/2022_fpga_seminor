**flow/config.mk**
```make
export PLATFORM = sky130hd
export DESIGN_NAME = timer
export DESIGN_NICKNAME = timer
export VERILOG_FILES = /design/flow/design.v
export SDC_FILE = /design/flow/constraint.sdc
export NUM_CORES = 4
export LEC_CHECK = 1
export CORE_AREA = 10 10 70 70
export DIE_AREA = 0 0 80 80
```
**flow/constraint.sdc**
```tcl
current_design timer

set clk_period 1.3
set clk_io_pct 0.2

create_clock -name clk0 -period $clk_period [get_ports {clk}]

set non_clock_inputs [all_inputs -no_clocks]
set_input_delay [expr $clk_period * $clk_io_pct] -clock clk0 $non_clock_inputs
set_output_delay [expr $clk_period * $clk_io_pct] -clock clk0 [all_outputs]
```
**flow/design.v**
```verilog
module timer #(
    parameter VALUE = 10,
    parameter FREQ = 10
)(
    input                                       clk,
    input                                       rst,
    input                                       enable,
    output          [($clog2(VALUE+1)-1):0]     data
);
    wire            [($clog2(VALUE+1)-1):0]     data_in;
    reg             [($clog2(VALUE+1)-1):0]     data_reg;
    wire            [($clog2(FREQ+1)-1):0]      count_clock_in;
    reg             [($clog2(FREQ+1)-1):0]      count_clock;
    wire                                        sec_pulse_in;
    reg                                         sec_pulse;
    reg                                         enable_sync;
    assign data = data_reg;
    always @(posedge clk) begin
        if (rst) begin
            enable_sync <= 0;
        end
        else begin
            enable_sync <= enable;
        end
    end
    always @(posedge clk) begin
        if (rst) begin
            data_reg <= 0;
        end
        else begin
            if (enable_sync) begin
                data_reg <= data_in;
            end
            else begin
                data_reg <= data_reg;
            end
        end
    end
    assign data_in = sec_pulse ? ((data_reg == (VALUE - 1)) ? 0: data_reg + 1): data_reg;
    always @(posedge clk) begin
        if (rst) begin
            sec_pulse <= 1'b0;
        end
        else begin
            if (enable_sync) begin
                sec_pulse <= sec_pulse_in;
            end
            else begin
                sec_pulse <= 1'b0;
            end
        end
    end
    assign sec_pulse_in = (count_clock == (FREQ - 1)) ? 1'b1 : 1'b0;
    always @(posedge clk) begin
        if (rst) begin
            count_clock <= 0;
        end
        else begin
            if (enable_sync) begin
                count_clock <= count_clock_in;
            end
            else begin
                count_clock <= count_clock;
            end
        end
    end
    assign count_clock_in = (count_clock == (FREQ - 1)) ? 0: count_clock + 1;
endmodule
```
**flow/run.sh**
```bash
#!/bin/bash
# OpenROAD 26Q1-2900-gdf79404cd8, Yosys 0.63+post, stock flow scripts
make -C /OpenROAD-flow-scripts/flow DESIGN_CONFIG=/design/flow/config.mk WORK_HOME=/design/flow/orfs finish
```
==> results.sh <==
# flow metrics
export IMPL_status="finished clean"
export IMPL_tool_warnings=25
export IMPL_worst_path_buf_inv=0
export IMPL_drv_cap=0
export IMPL_slew_violations=0
export IMPL_power_w=0.000553
export IMPL_rows=21
export IMPL_fin_area_sq_um=591
export IMPL_tightestPinTransition_ns=0.291
export IMPL_grt_antenna_before_repair=0
export IMPL_path_class="reg2reg"
export IMPL_max_vdd_ir_drop_uv=309
export IMPL_holdWs_ns=0.494
export IMPL_synth_top_area_share=0.475
export IMPL_ant_nets=0
export IMPL_numPortBuffers=6
export IMPL_grt_max_degree=8
export IMPL_cts_tree="yes"
export IMPL_syn_inst=45
export IMPL_top_cells_by_count="10 x dfxtp_1, 4 x nor2_1, 4 x nor2b_1"
export IMPL_drc=0
export IMPL_postSynthSeqShare=0.475
export IMPL_path_clk_slew_ns=0.06
export IMPL_hpwl_um=578
export IMPL_dr_pass1_iters=4
export IMPL_max_stage_delay_ns=0.49
export IMPL_arrival_ns=1.40
export IMPL_layout_drive_gt1_share=0.259
export IMPL_critPathTopFamily="flip-flops"
export IMPL_cellPowerDensity_nw_per_um2=937
export IMPL_p_leak_nw=0.236
export IMPL_clock_path_buffers=2
export IMPL_ff_type="dfxtp_1"
export IMPL_max_freq_mhz=824
export IMPL_detail_route_wl_per_cell_um=7.86
export IMPL_dpl_cell_area_sq_um=536
export IMPL_hp_class="reg2reg"
export IMPL_edf_count=0
export IMPL_chipArea_sq_um=6400
export IMPL_antenna_cells=0
export IMPL_synth_flops=10
export IMPL_yosys_area_sq_um=422
export IMPL_end_kind="flop"
export IMPL_setup_worst_path_start_class="flop"
export IMPL_routed_wl_um=817
export IMPL_hold_viol_final=0
export IMPL_skew_ns=0.00361
export IMPL_vias_per_cell=3.38
export IMPL_pin_count=7
export IMPL_drt_iter0_markers=15
export IMPL_path_max_fanout=7
export IMPL_core_area_sq_um=3420
export IMPL_topCellsByArea="dfxtp_1 47%, nor2b_1 5.9%, xnor2_1 4.2%"
export IMPL_htree_levels=1
export IMPL_post_route_min_period_ns=1.21
export IMPL_yosysMostFrequentCell="dfxtp_1"
export IMPL_cts_num_sinks=10
export IMPL_clock_latency_ns=0.26
export IMPL_setup_tns_ns=0
export IMPL_critPathRequiredTime_ns=1.48
export IMPL_track_usage=0.0239
export IMPL_cts_root_buf="clkbuf_4"
export IMPL_syn2layout_area_growth_pct=40.1
export IMPL_synthArstFlopShare=0
export IMPL_grt_ovfl_total=0
export IMPL_fin_cells=104
export IMPL_post_place_cells=97
export IMPL_setup_viol=0
export IMPL_gp_congestion=0.736
export IMPL_ys_cells=45
export IMPL_die_h_um=80
export IMPL_die_x_um=80
export IMPL_grt_pass1_vias=298
export IMPL_rsz0062_at_grt="no"
export IMPL_numCtsBuffers=3
export IMPL_syn_area_per_cell_sq_um=9.37
export IMPL_initCoreUtil=0.123
export IMPL_yosysWarnings=1
export IMPL_path_cells="nand4_2 -> or3_1 -> a31oi_1"
export IMPL_netlist_area_sq_um=422
export IMPL_ys_types=20
export IMPL_grt_pass1_wl_um=1310
export IMPL_slowest_stage="dfxtp_1"
export IMPL_num_vias=352
export IMPL_synth_top_cell_by_area="dfxtp_1"
export IMPL_relSlewSlack=0.805
export IMPL_fin_crit_sh=0.934
[worst reg2reg max path, stage by stage, from the launching register on]
cell,delay [ns]
dfxtp_1,0.49
nand4_2,0.15
or3_1,0.33
a31oi_1,0.17
[cell type report]
class / count / area (sq um)
Multi-Input combinational cell: 32 / 199
Clock buffer: 3 / 22.5
Timing Repair Buffer: 12 / 100
Tap cell: 46 / 57.6
Fill cell: 386 / 2830
Sequential cell: 10 / 208
Inverter: 1 / 3.75
[worst paths after layout]
kind	from	cells after the start	endpoint	slack, ns
min	count_clock[3]	2	count_clock[3]	0.49
min reg2reg	count_clock[3]	2	count_clock[3]	0.49
max reg2reg	enable_sync	3	data_reg[3]	0.09
max	enable_sync	3	data_reg[3]	0.09
[repair_timing]
action / in CTS / in global routing
hold buffers: 0 / 0
setup buffers: 4 / 0
setup endpoints to repair: 4 / 0
gates resized: 9 / 0
[layout by cell type (no fill, tap or decap), types with 2 or more instances in the layout]
cell             count
nor2b_1              4
a21oi_1              3
o21ai_1              3
nand2_1              3
nor2_1               4
buf_4                6
dlygate4sd2_1        4
xnor2_1              2
dfxtp_2              3
xor2_1               2
nand3_1              2
dfxtp_1              6
or3_1                2
clkdlybuf4s50_1      2
clkbuf_4             3
[cells by family after synthesis]
group / after synthesis / share of synthesized area
simple gates: 20 / 0.282
xor+xnor: 4 / 0.0831
flops: 10 / 0.475
buf+inv: 3 / 0.0534
compound gates: 8 / 0.107
[layer usage]
metal	wire, um	part of all wire	vias to the layer above	GRT usage
met3	59	0.072	2	0.0114
met1	388	0.47	157	0.0302
met2	348	0.43	8	0.0353
li1	-	-	185	-
met4	21	0.026	0	0.00704
met5	0	0	-	0
[report_power, final]
group,switching [W],total [W],internal [W]
clock,0.000103,0.000210,0.000107
combinational,0.00000948,0.0000244,0.0000150
sequential,0.00000892,0.000319,0.000310
total,0.000122,0.000553,0.000432
[metrics by stage]
stage | utilization | worst slack [ns]
after detailed placement | 0.157 | 0.121
after CTS | 0.173 | 0.102
final | 0.173 | 0.0863
after global placement | 0.157 | 0.135
after floorplan | - | 0.284
after global routing | 0.173 | 0.0160
